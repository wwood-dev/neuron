**./run.sh**
```bash
#!/bin/bash
# OpenROAD 26Q1-2900-gdf79404cd8, Yosys 0.63+post, stock flow scripts
make -C /OpenROAD-flow-scripts/flow DESIGN_CONFIG=/design/flow/config.mk WORK_HOME=/design/flow/orfs finish
```
**./config.mk**
```make
export PLATFORM = sky130hd
export DESIGN_NAME = SignalDistributor
export DESIGN_NICKNAME = SignalDistributor
export VERILOG_FILES = /design/flow/design.v
export SDC_FILE = /design/flow/constraint.sdc
export NUM_CORES = 4
export LEC_CHECK = 1
export CORE_UTILIZATION = 30
```
**./constraint.sdc**
```tcl
current_design SignalDistributor

set clk_period 14.4
set clk_io_pct 0.2

create_clock -name clk0 -period $clk_period [get_ports {Clock}]

set non_clock_inputs [all_inputs -no_clocks]
set_input_delay [expr $clk_period * $clk_io_pct] -clock clk0 $non_clock_inputs
set_output_delay [expr $clk_period * $clk_io_pct] -clock clk0 [all_outputs]
```
**./design.v**
```verilog
module SignalDistributor #(parameter NContacts=136)(
input wire Clock,
input wire [7:0] Data,
input wire DataValid,
inout wire [NContacts-1:0] DataToContacts,
output reg [7:0] DataOut,
output reg WrReq,
output reg [1:0] StatusLED);
localparam N=NContacts-1;
localparam GroupCount=NContacts/4;
(*keep*) (*noprune*) reg [7:0] DebugCNT;
reg [N:0] DataToContactsR, DataToContactsCol, DataToContactsZ, DataToContactsZCol;
reg [N-8:0] DataToContactsR2;
initial begin
        DataToContactsR<=0;
        DataToContactsCol<=0;
        DataToContactsZ<=~0;
        DataToContactsZCol<=~0;
        StatusLED<=1;
        end
genvar i;
generate for (i=0;i<(N+1);i=i+1)
  begin:ZStateSetup
  assign DataToContacts[i]=DataToContactsZ[i]?1'bz:DataToContactsR[i];
  end
endgenerate
reg [7:0] ReceivedFrameCountFull, SentFramesCountFull;
initial ReceivedFrameCountFull<=0;
reg [GroupCount-1:0] GroupSetupMask;
initial GroupSetupMask<=0;
(* syn_encoding = "user" *) reg [7:0] State;
initial State<=0;
always @(posedge Clock)
  case (State)
  0:begin
    if ((Data == 1)&DataValid)  
    begin
      State<=1;
    end
    else
     if ((Data == 32)&DataValid)  
       begin
        State<=32;
        DataOut<=32;
        WrReq<=1;
      end
    else
      if ((Data == 64)&DataValid)  
        begin
        State<=64;
        end
      else
        if ((Data == 80)&DataValid)  
         begin
         State<=80;
        end
       else
         if ((Data == 96)&DataValid)  
           begin
           State<=96;
          end
        else
           if ((Data == 255)&DataValid)  
              State<=254;
           else
              State<=0;
   ReceivedFrameCountFull<=0;
   end
  1:begin  
    if (DataValid)
      begin
      WrReq<=0;
      DataToContactsCol[N-4:0]<=DataToContactsCol[N:4];
      DataToContactsCol[N:N-4]<=Data[3:0];
      DataToContactsZCol[N-4:0]<=DataToContactsZCol[N:4];
      DataToContactsZCol[N:N-4]<=Data[7:4];
      ReceivedFrameCountFull<=ReceivedFrameCountFull+1'b1;
      if (ReceivedFrameCountFull==GroupCount)
        State<=2;
      end
    end
  2:begin
    DataToContactsR<=DataToContactsCol;
    DataToContactsZ<=DataToContactsZCol;
    DataOut<=1;
    WrReq<=1;
    State<=3;
    end
  3:begin
    WrReq<=0;
    State<=0;
    end
 32:begin  
    DataOut<=DataToContacts[7:0];
    DataToContactsR2<=DataToContacts[N:8];
    SentFramesCountFull<=1;
    State<=33;
    DebugCNT<=DebugCNT+1'b1;
    end
 33:begin
    DataOut<=DataToContactsR2[7:0];
    DataToContactsR2[N-16:0]<=DataToContactsR2[N-8:8];
    SentFramesCountFull<=SentFramesCountFull+1'b1;
    if (SentFramesCountFull==GroupCount/2)
      begin
      DataOut<=0;
      WrReq<=0;
      State<=0;
      end
    else
      State<=33;
    DebugCNT<=DebugCNT+1'b1;
    end
 64:if (DataValid)  
      begin
      State<=65;
      end
    else
      State<=64;
 65:if (DataValid)
      begin
      State<=66;
      end
    else
      State<=65;
 66:begin
    WrReq<=1;
    DataOut<=64;
    State<=67;
    end
 67:begin
    State<=68;
    end
 68:begin
    State<=69;
    end
 69:begin
    WrReq<=0;
    State<=0;
    end
 80:begin  
    State<=0;
    end
 96:begin  
    State<=0;
    end
254:begin    
   WrReq<=1;
   StatusLED[1]<=1;
   DataOut<=255;
   State<=255;
   end
255:begin
   WrReq<=0;
   State<=0;
   end
default:State<=0;
  endcase
endmodule
```
==> impl_metrics.ini <==
; physical design summary
[place]
pre_cts_ws_ns = 8.94
hpwl_mm = 17.8
placement.io_buffers = 19
place.detailed.instances = 1419
gp_routability_congestion = 0.845

[yosys]
syn-instance-count = 723
yosys_warnings = 2
synthesis.area_um2 = 16000
avgSynthCellArea_um2 = 22.1

[clock_network]
cts_repair_resize_count = 0
cts_setup_buffers = 0
htreeDepth = 2
cts_inserted_buffers = 44
clock_path_buffers = 3
cts_hold_repair.buffers = 0
cts.root.buffer_cell = sky130_fd_sc_hd__clkbuf_16

[floorplan]
pin_count = 157
num_rows = 84
die_h_um = 233
die-width_um = 233
core_util_floorplan = 0.304

[status]
toolErrorMsg = [error] [KeplerFormal.cpp:679] Workflow failed: Iso has multiple drivers: .DataToContacts0, DataToContacts[0]$_DFFE_PP_.Q0
lastStage = clock tree synthesis
status = stopped before the end
through the flow:
stage / utilization / hold WS, ns / area (um^2) / power, W
2_1_floorplan: - / 0.400 / 16000 / 0.00223
3_5_place_dp: 0.320 / 0.405 / 16800 / 0.00241
3_3_place_gp: 0.320 / 0.402 / 16800 / 0.00239
Power figures rest on the tool's default switching activity, not on a simulated workload.
